==> flow/design.v <==
module Mux2to1_32bit( input [31:0] In1 , In2 ,input Sel , output [31:0]Out);
	assign Out = (Sel == 1'b0) ? In1 : 
	             (Sel == 1'b1) ? In2 : 32'bx;
endmodule
module Mux3to1_5bit( input [4:0] In1 , In2, In3 , input [1:0]Sel , output [4:0]Out);
	assign Out = (Sel == 2'b00) ? In1 : 
	             (Sel == 2'b01) ? In2 : 
	             (Sel == 2'b10) ? In3 : 5'bx;
endmodule
module Mux3to1_32bit( input [31:0] In1 , In2, In3 , input [1:0]Sel , output [31:0]Out);
	assign Out = (Sel == 2'b00) ? In1 : 
	             (Sel == 2'b01) ? In2 : 
	             (Sel == 2'b10) ? In3 : 32'bx;
endmodule
module Mux4to1_32bit( input [31:0] In1 , In2, In3 , In4 , input [1:0]Sel , output [31:0]Out);
	assign Out = (Sel == 2'b00) ? In1 : 
	             (Sel == 2'b01) ? In2 : 
	             (Sel == 2'b10) ? In3 : 
	             (Sel == 2'b11) ? In4 : 32'bx;
endmodule
==> flow/run.sh <==
#!/bin/bash
# OpenROAD 26Q1-2900-gdf79404cd8, Yosys 0.63+post, stock flow scripts
make -C /OpenROAD-flow-scripts/flow DESIGN_CONFIG=/design/flow/config.mk WORK_HOME=/design/flow/orfs finish
==> flow/config.mk <==
export PLATFORM = sky130hd
export DESIGN_NAME = Mux4to1_32bit
export DESIGN_NICKNAME = Mux4to1_32bit
export VERILOG_FILES = /design/flow/design.v
export SDC_FILE = /design/flow/constraint.sdc
export NUM_CORES = 4
export LEC_CHECK = 1
export CORE_AREA = 10 10 76 76
export DIE_AREA = 0 0 86 86
==> flow/constraint.sdc <==
current_design Mux4to1_32bit

set clk_period 3.1
set clk_io_pct 0.2

create_clock -name clk0 -period $clk_period

set non_clock_inputs [all_inputs -no_clocks]
set_input_delay [expr $clk_period * $clk_io_pct] -clock clk0 $non_clock_inputs
set_output_delay [expr $clk_period * $clk_io_pct] -clock clk0 [all_outputs]
==> impl_metrics.csv <==
group,metric,value,unit
status,outcome,"finished clean",
drt,drc,0,
floorplan,ioPinCount,162,
drt,dr.pass1.iters,2,
timing,fin_crit,2.76,ns
floorplan,die_h,86,um
drt,wl,5560,um
drt,diodes,0,
critical_path,setup.worst_path.start,"Sel[1]",
drt,viasPerCell,4.65,
drt,vias,1148,
power_and_ir_drop,switching_power,0.0613,mW
floorplan,core,4120,um2
min_path,hp-class,"input pin to primary output",
cells_and_area,flop_area,0,um2
cells_and_area,final_core_util,0.600,
synth,synth_cell_types,5,
global_routing,grt_overflow,0,
critical_path,critPathKind,"input pin to primary output",
synth,synth_area,815,um2
timing,whs,2.25,ns
placement,port_buffers,162,
floorplan,chipWidth,86,um
power_and_ir_drop,p_int,0.280,mW
power_and_ir_drop,power.density,138,nW/um2
power_and_ir_drop,swShare,0.180,
drt,postRouteAntennaNets,0,
timing,fmaxAchievable,0.363,GHz
drt,wl_per_cell,22.5,um
timing,fin_crit_sh,0.890,
clocking,ctsResizeCount,0,
power_and_ir_drop,pwr-share-comb,1.000,
run,maxCapViolCount,0,
cells_and_area,instances_no_fill,247,
cells_and_area,area_delta_synth_final,203,%
global_routing,grt_max_degree,33,
timing,relSlewSlack,0.803,
critical_path,slowest_stage,"clkdlybuf4s50_1",
critical_path,cpMostUsedCell,"clkdlybuf4s50_1",
cells_and_area,final_common_cell,"clkdlybuf4s50_1",
run,warning_count,33,
global_routing,first_global_vias,1315,
critical_path,cp_max_fo,32,
floorplan,num_rows,23,
floorplan,die-area,7400,um2
cells_and_area,clockBufferCount,0,
critical_path,cp-start-kind,"input pin",
critical_path,worstSetupEndpointType,"primary output",
power_and_ir_drop,seqPwrFrac,0,
synth,ys_chip_area,815,um2
timing,setup_viol,0,
synth,yosys_warnings,0,
drt,drt_iter0_drc,18,
min_path,worst_hold_path.num_cells,3,
synth,synth_cells,39,
cells_and_area,layout.sequential_cells,0,
critical_path,worstPathArrival,2.14,ns
global_routing,grt_pass1_wl,8560,um
power_and_ir_drop,ir_worst_vdd,0.0000613,V
placement,routabilityCongestion,0.844,
timing,hold_viol_final,0,
timing,tightest_slew,0.296,ns
clocking,post_cts.repair.setup_buffers,0,
cells_and_area,drive_gt1_frac,0.173,
synth,yosys-stat-cells,39,
synth,syn_avg_cell_area,20.9,um2
timing,rsz0062_at_grt,"false",
placement,dpl.cell_count,247,
global_routing,grt_antenna_before_repair,0,
clocking,postCtsHoldBufs,0,
global_routing,track_usage,0.150,
power_and_ir_drop,clockPowerShare,0,
synth,synth_seq_share,0,
min_path,min_from,"Sel[0]",
timing,slew_violations,0,
cells_and_area,lay_top_cells,"clkdlybuf4s50_1, mux4_2, buf_12, mux4_1, buf_2",
power_and_ir_drop,leakagePower,0.874,nW
critical_path,crit_required,2.48,ns
critical_path,slowest_delay,0.51,ns
timing,setup_tns,0,ns
critical_path,crit_path_cell_trace,"clkdlybuf4s50_1 -> buf_12 -> mux4_2 -> clkdlybuf4s50_1",
floorplan,fp-utilization,0.198,
placement,dp_hpwl,5130,um
[synth_stat cells, drive strengths merged]
cell / n / area [um2]
mux4: 32 / 728
buf: 7 / 86.3
[through the flow]
stage          setup WS, ns  total power [mW]  area [um2]
2_1_floorplan          1.14            0.0912         815
3_3_place_gp          0.336             0.344        2470
3_5_place_dp          0.330             0.346        2470
4_1_cts               0.330             0.347        2470
5_1_grt               0.292             0.365        2470
6_report              0.342             0.341        2470
[layout make-up]
| cell class | count | area [um2] |
|---|---|---|
| timing repair buffer | 165 | 1680 |
| multi-input combinational | 32 | 728 |
| fill | 324 | 1650 |
| tap | 50 | 62.6 |
[final timing paths]
check	endpoint	slack (ns)
setup / recovery	Out[30]	0.34
hold / removal	Out[11]	2.25
[power groups by stage]
stage / registers, mW / clock network, mW / logic [mW]
4_1_cts: 0 / 0 / 0.347
5_1_grt: 0 / 0 / 0.365
6_report: 0 / 0 / 0.341
[cells by family after synthesis]
| kind of cell | Yosys count | synth area share |
|---|---|---|
| multiplexers | 32 | 0.894 |
| buffers and inverters | 7 | 0.106 |
[routing by layer]
layer | global-route usage | part of all wire
met5 | 0 | 0
met4 | 0 | 0
met3 | 0.0667 | 0.12
met2 | 0.258 | 0.52
met1 | 0.181 | 0.36
[worst max-delay path: cells and delay by family]
kind                   cells  cell delay (ns)
buffers and inverters      3             1.19
multiplexers               1             0.32
Power and IR drop assume default switching activity.
