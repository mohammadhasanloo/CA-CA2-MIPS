==> design/flow/design.v <==
`timescale 1ns/1ns
module Register_file ( input clk, reset , input [4:0] Read_reg1 , Read_reg2 , write_reg ,  input [31:0] write_data , input reg_write ,output [31:0] Read_data1 ,Read_data2 );
	reg [31:0] Reg_data [0:31];
 	wire [31:0] test;
	assign test = Reg_data[9];
	initial begin
		Reg_data[0] = 32'b0;
	end
	integer i;
	assign Read_data1 = Reg_data[Read_reg1];
	assign Read_data2 = Reg_data[Read_reg2];
	always @ (posedge clk)
	begin 
		if ( reset )
			begin
				for ( i=0 ; i < 32 ; i = i+1)
					Reg_data [i] <= 0;
			end
		else 
			begin 
				if ( reg_write )
					if ( write_reg != 5'b0 )
						Reg_data[write_reg] = write_data;
					else
					  Reg_data[write_reg] = Reg_data[write_reg];
			end
	end
endmodule
==> design/flow/run.sh <==
#!/bin/bash
# OpenROAD 26Q1-2900-gdf79404cd8, Yosys 0.63+post, stock flow scripts
make -C /OpenROAD-flow-scripts/flow DESIGN_CONFIG=/design/flow/config.mk WORK_HOME=/design/flow/orfs finish
==> design/flow/config.mk <==
export PLATFORM = sky130hd
export DESIGN_NAME = Register_file
export DESIGN_NICKNAME = Register_file
export VERILOG_FILES = /design/flow/design.v
export SDC_FILE = /design/flow/constraint.sdc
export NUM_CORES = 4
export LEC_CHECK = 1
export CORE_UTILIZATION = 30
==> design/flow/constraint.sdc <==
current_design Register_file

set clk_period 11.9
set clk_io_pct 0.2

create_clock -name clk0 -period $clk_period [get_ports {clk}]

set non_clock_inputs [all_inputs -no_clocks]
set_input_delay [expr $clk_period * $clk_io_pct] -clock clk0 $non_clock_inputs
set_output_delay [expr $clk_period * $clk_io_pct] -clock clk0 [all_outputs]
==> flow_summary.toml <==
# yosys + openroad results
[pwr]
p_leak_nw = 17.1
vdd_drop_max_uv = 124
clkPwrFrac = 0.482
sw_frac_of_total = 0.262
seqPwrFrac = 0.444
cellInternalPower_w = 0.00585
powerDensity_mw_per_mm2 = 142
switchingPower_w = 0.00208
p_comb_frac = 0.074

[yosys]
avgSynthCellArea_sq_um = 8.58
ys_types = 63
area_leaders = "dfxtp_1 43%, a211oi_1 13%, a22oi_1 12%"
synth_cells = 5581
syn_area_sq_mm = 0.0479
ff_type = "dfxtp_1"
ys_cells = 5581
synth-seq-cells = 1024
synth_top_area_share = 0.428
yosys_warnings = 2
synth_top_cell_by_area = "dfxtp_1"
edf_count = 0
async_flop_share = 0
ys_area_sq_mm = 0.0479
synth_seq_share = 0.428

[grt]
busiest_layer = "met2"
grt-ovfl-total = 0
antenna_found_initial = 17
grt_pass1_vias = 46900
use_met2 = 0.507
grt_start_max_net_pins = 144
track_usage = 0.366
grt_pass1_wl_mm = 399
grt_use_met3 = 0.165
met1_usage = 0.468

[final_layout]
largest_register_ffs = 1024
regMostFlops = "Reg_data"
drive_above_1_share = 0.136
final_cell_mix = "1095 x nor2_1, 1024 x dfxtp_1, 830 x a211oi_1"
stdcell_count = 7598
fin_area_sq_mm = 0.0557
syn_to_final_growth_pct = 16.4
largest_registers = "Reg_data (1024)"
layout_top_cell = "nor2_1"
utilization = 0.352

[floorplan]
initial_core_util = 0.302
design.die.area_sq_mm = 0.161
die_x_um = 402
die_y_um = 402
core_sq_mm = 0.158
rows = 146
pin_count = 114

[drt]
post_drt_via_cell_ratio = 6.72
routedWlPerCell_um = 38.9
firstDrtPassIters = 10
drc_errors = 0
vias = 51100
antenna_left = 0
drt_wl_total_mm = 295
drt_iter0_drc = 7530

[cts]
cts_buffers = 113
clock_tree.root_cell = "clkbuf_16"
cts_tree = "built"
cts-hold-fix-buffers = 0
h-tree-depth = 3
ctsResizeCount = 0
cts_buffer_depth = 3
clock_latency_ns = 0.80
cts.sinks = 1024
post_cts_buffers = 0
clk_pin_slew_worst_paths_ns = 0.06

[final_timing]
max_clock_freq_ghz = 0.106
clock-skew-final_ns = 0.0345
maxSlewHeadroom = 0.247
fin_setup_tns_ns = 0
maxSlewViolCount = 0
hold_violations = 0
tightest_slew_ns = 1.13
finalWorstSetupSlack_ns = 2.50
period_used_share = 0.790
finalSetupViolCount = 0
rsz0062_at_grt = "no"
finalCriticalPeriod_ns = 9.40

[placed_design]
io_buffers = 113
pre_cts_ws_ns = 2.70
place_inst = 7370
place_area_sq_mm = 0.0517
detailed_place_hpwl_mm = 181
gp_congestion = 1.05

[status]
status = "finished, final reports clean"

[worst_setup_path]
start_kind = "primary input"
crit_fanout = 20
path_class = "primary input to output port"
required_ns = 9.52
cp_data_arrival_time_ns = 7.02
critical-path-max-stage-delay_ns = 0.90
path_cells = "clkdlybuf4s50_1 > buf_4 > or3b_2 > nor2_4 > buf_4 > a22oi_1 > nand4_1 > nor3_1 > a21oi_1 > clkdlybuf4s50_1"
crit_slowest_cell = "clkdlybuf4s50_1"
cp-end-kind = "output port"

[min_path]
hp-class = "flop to flop"

[job]
max_cap_viol_count = 0
warning_count = 51
final timing paths:
path | slack (ns) | to | cells past startpoint | startpoint
max | 2.50 | Read_data1[24] | 10 | Read_reg1[3]
min | 0.51 | Reg_data[26][29] | 2 | Reg_data[26][29]
max reg2reg | 10.37 | Reg_data[26][16] | 3 | Reg_data[0][16]
min reg2reg | 0.51 | Reg_data[26][29] | 2 | Reg_data[26][29]
per-layer routing:
layer  share of wire  vias to the layer above  wire length [um]
met5         0.00082                        -               243
met4           0.081                       22             24000
met3            0.14                     1403             41700
met2            0.41                     4244            120000
met1            0.37                    24600            110000
li1                -                    20800                 -
synth_stat cells (3+ instances only):
cell type and instances:
a2111oi_0 7, a211oi_1 830, a211oi_2 170, a21oi_1 91
a221o_1 6, a221oi_1 31, a222oi_1 27, a22o_1 41
a22oi_1 776, a2bb2oi_1 4, a31oi_1 12, a32oi_1 8
and2_0 3, and2_1 4, and3_1 8, and4_1 11
buf_1 15, buf_2 152, buf_4 23, clkbuf_1 441
dfxtp_1 1024, inv_1 4, mux2_2 7, mux2i_1 71
nand2_1 201, nand2b_1 16, nand3_1 54, nand3b_1 7
nand4_1 108, nor2_1 1179, nor2_2 11, nor2b_1 48
nor3_1 60, nor4_1 25, o2111ai_1 5, o21ai_0 25
o22a_1 6, o22ai_1 5, o2bb2ai_1 3, o31ai_1 7
o32a_1 9, o32ai_1 4, or2_2 6, or3_1 8
or3b_2 4
power by group through the flow:
stage                 registers, W  logic (W)  clock network (W)
final                      0.00352   0.000584            0.00382
after global routing       0.00352   0.000586            0.00396
after CTS                  0.00352   0.000552            0.00383
layout make-up:
type / count / area (sq um)
sequential: 1024 / 20500
timing repair buffer: 350 / 2980
clock buffer: 159 / 3270
fill: 15800 / 103000
clock inverter: 47 / 707
antenna: 22 / 55.1
multi-input combinational: 3920 / 25600
inverter: 4 / 15.0
tap: 2072 / 2590
critical path: cells and delay by family:
kind / cells / cell delay, ns
AOI/OAI and AO/OA: 2 / 0.69
and+or+nand+nor: 4 / 1.34
buffers and inverters: 4 / 2.53
cell families after synthesis:
family | count (synthesis) | share of synthesized area
flip-flops | 1024 | 0.428
AND/OR/NAND/NOR | 1765 | 0.157
AND-OR/OR-AND | 2077 | 0.342
buffers and inverters | 637 | 0.0560
multiplexers | 78 | 0.0165
stage by stage:
stage | total power [W] | hold WS (ns)
finish | 0.00792 | 0.515
detailed placement | 0.00414 | 0.505
CTS | 0.00790 | 0.513
global placement | 0.00414 | 0.501
global route | 0.00807 | 0.533
floorplan | 0.00386 | 0.474
Power and IR drop assume default switching activity.
